## design/flow/config.mk

```make
export PLATFORM = sky130hd
export DESIGN_NAME = BskPRD
export DESIGN_NICKNAME = BskPRD
export VERILOG_FILES = /design/flow/design.v
export SDC_FILE = /design/flow/constraint.sdc
export NUM_CORES = 4
export LEC_CHECK = 1
export CORE_AREA = 10 10 92 92
export DIE_AREA = 0 0 102 102
```

## design/flow/constraint.sdc

```tcl
current_design BskPRD

set clk_period 1.6
set clk_io_pct 0.2

create_clock -name clk0 -period $clk_period [get_ports {clk}]

set non_clock_inputs [all_inputs -no_clocks]
set_input_delay [expr $clk_period * $clk_io_pct] -clock clk0 $non_clock_inputs
set_output_delay [expr $clk_period * $clk_io_pct] -clock clk0 [all_outputs]
```

## design/flow/design.v

```verilog
module BskPRD # (
	parameter [6:0]	VERSION 	= 7'h25,		 
	parameter [7:0]	PASSWORD	= 8'hA4,		 
	parameter [3:0]	CS			= 4'b1011		 
) (
	inout  wire [15:0] bD,		 
	input  wire iRd,			 
	input  wire iWr,			 
	input  wire iRes,			 
	input  wire iBl,			 
	input  wire iDevice,		 
	input  wire clk,			 
	input  wire [1:0] iA,		 
	input  wire [3:0] iCS,		 
	input  wire [15:0] iCom,	 
	output wire [15:0] oComInd,	 
	output wire oCS,			 
	output wire test			 
);
	localparam CLOCK_IN 	= 'd2_000_000;	
	localparam TEST_FREQ	= 'd250_000;					 
	localparam TEST_CNT_MAX = CLOCK_IN / TEST_FREQ / 2;		 
	localparam TEST_CNT_WIDTH = $clog2(TEST_CNT_MAX);		 
	reg test_en;	 
	reg test_clk;	 
	reg [TEST_CNT_WIDTH-1:0] test_cnt;	  
	wire aclr = !iRes;	
	wire cs = (iCS == CS);
	wire [15:0] data_bus;
	reg  [15:0] com_ind;	
	initial begin
		test_en	 = 1'b0;
		test_clk = 1'b0;
		test_cnt = 1'b0;
		com_ind  = 16'b0;
	end
	assign bD = (iRd || !cs)? {16'bZ} : data_bus;  
	assign test = (iBl && test_en) ? test_clk : 1'b0;	
	assign oCS = !cs;
	assign oComInd = ~com_ind;
	always @ (iA) begin : read_data
		case(iA)
			2'b00: begin
				data_bus[03:00] <=  iCom[3:0];
				data_bus[07:04] <= ~iCom[3:0];
				data_bus[11:08] <=  iCom[7:4];
				data_bus[15:12] <= ~iCom[7:4];
			end
			2'b01: begin
				data_bus[03:00] <=  iCom[11:08];
				data_bus[07:04] <= ~iCom[11:08];
				data_bus[11:08] <=  iCom[15:12];
				data_bus[15:12] <= ~iCom[15:12];
			end
			2'b10: begin
				data_bus <= com_ind;
			end
			2'b11: begin
				data_bus[0]    <= test_en; 
				data_bus[7:1]  <= VERSION; 
				data_bus[15:8] <= PASSWORD;  
			end
		endcase
	end
	always @ (aclr or cs or iWr) begin : write_data
		if (aclr) begin
			test_en <= 1'b0;
			com_ind <= 16'b0;
		end
		else if (cs && !iWr) begin
			case(iA)
				2'b10: com_ind <= bD; 
				2'b11: test_en <= bD[0];
			endcase
		end
	end
	always @ (posedge clk or posedge aclr) begin : generate_test_clk
		if (aclr) begin
			test_cnt <= 0;
			test_clk <= 1'b0;
		end
		else if (test_cnt == 0) begin
			test_cnt <= TEST_CNT_MAX - 1;
			test_clk <= ~test_clk;
		end
		else begin
			test_cnt <= test_cnt - 1'b1;
		end	
	end
endmodule
```

## design/flow/run.sh

```bash
#!/bin/bash
# OpenROAD 26Q1-2900-gdf79404cd8, Yosys 0.63+post, stock flow scripts
make -C /OpenROAD-flow-scripts/flow DESIGN_CONFIG=/design/flow/config.mk WORK_HOME=/design/flow/orfs finish
```

==> run notes <==
Numbers from the implementation run.

The count of standard-cell rows is 29. The horizontal die dimension is 102 um. The number of buffers created by CTS is 3.

The number of synthesized register bits is 20. The maximum level of the CTS H-tree is 1. The area reported by Yosys stat is 988 um2.

Counting every instance in the synthesized netlist gives 129. The number of buffers between clock root and the deepest sink is 2. Once the clock tree was built, the resizer swapped 6 gates to a different size. The tool reported: "[error] [KeplerFormal.cpp:679] Workflow failed: Iso has multiple drivers: .bD0, _109_.X0". In this run, post-CTS hold repair placed 0 buffers. At the end of routability-driven placement, the weighted congestion stood at 0.725. The total of buffers placed on input and output ports is 43. The root buffer cell chosen for the clock tree is clkbuf_8.

The cell area after technology mapping is 988 um2. A synthesized cell averages between 7 and 8 um2. The total I/O pin count is 62. Yosys mapped the design onto 30 distinct sky130hd cell types. Per the run summary, the flow got no further than clock tree synthesis. The number of cell instances after yosys synthesis is 129.

The number of unconstrained endpoints is 33. At the floorplan stage, the core utilization is reported as 0.153. STA on the placed design reports a worst setup slack of -0.260 ns. The HPWL reported at the end of detailed placement is 3150 um.

The timer found 17 register pins that no clock reaches; their paths are not timed. The number of setup buffers added after CTS is 0. Warnings reported by Yosys during synthesis add up to 31.

The run stopped with a tool error. The height of the die is 102 um.
synth_stat cells:
library cell | count | area [um2]
nor3_1 | 2 | 10.0
o22ai_1 | 6 | 37.5
buf_2 | 5 | 25.0
and2_1 | 5 | 31.3
nor2b_1 | 1 | 6.26
and3_1 | 1 | 6.26
a211oi_1 | 3 | 22.5
o22a_1 | 3 | 26.3
dfrtp_1 | 3 | 75.1
o32ai_1 | 3 | 26.3
nor2_1 | 11 | 41.3
nand2b_1 | 9 | 56.3
xor2_1 | 1 | 8.76
mux2_1 | 3 | 33.8
a21oi_1 | 10 | 50.1
nor4b_1 | 1 | 8.76
o21ai_1 | 4 | 20.0
nand3b_1 | 4 | 30.0
clkbuf_1 | 1 | 3.75
dlxtn_1 | 17 | 255
mux2i_1 | 1 | 10.0
buf_6 | 3 | 33.8
ha_1 | 1 | 12.5
inv_1 | 20 | 75.1
mux4_2 | 1 | 22.5
nand2_1 | 4 | 15.0
o21a_1 | 1 | 7.51
nand4b_1 | 1 | 8.76
or2_1 | 1 | 6.26
a21boi_1 | 3 | 22.5
through the flow:
stage / cell area (um2) / hold slack (ns) / std cells / power, mW
floorplan: 988 / 0.0244 / 129 / 0.229
global placement: 1640 / 0.426 / 263 / 0.400
detailed placement: 1640 / 0.436 / 263 / 0.399
cell families after synthesis:
family | synth area share
and+or+nand+nor | 0.223
buffers and inverters | 0.139
AOI/OAI and AO/OA | 0.215
adders and majority gates | 0.0127
muxes | 0.0671
latches | 0.258
DFF | 0.0759
xor gates and xnor gates | 0.00886
Power and IR drop assume default switching activity.
